===== ./constraint.sdc =====
current_design ram_1024x25

set clk_period 103.2
set clk_io_pct 0.2

create_clock -name clk0 -period $clk_period [get_ports {CLK}]

set non_clock_inputs [all_inputs -no_clocks]
set_input_delay [expr $clk_period * $clk_io_pct] -clock clk0 $non_clock_inputs
set_output_delay [expr $clk_period * $clk_io_pct] -clock clk0 [all_outputs]

===== ./run.sh =====
#!/bin/bash
# OpenROAD 26Q1-2900-gdf79404cd8, Yosys 0.63+post, stock flow scripts
make -C /OpenROAD-flow-scripts/flow DESIGN_CONFIG=/design/flow/config.mk WORK_HOME=/design/flow/orfs finish

===== ./config.mk =====
export PLATFORM = sky130hd
export DESIGN_NAME = ram_1024x25
export DESIGN_NICKNAME = ram_1024x25
export VERILOG_FILES = /design/flow/design.v
export SDC_FILE = /design/flow/constraint.sdc
export NUM_CORES = 4
export LEC_CHECK = 1
export CORE_UTILIZATION = 50
export SYNTH_MEMORY_MAX_BITS = 65536

===== ./design.v =====
module ram_32768x39
  ( input logic CLK,
    input logic [14:0] ADR,
    input logic [38:0] D,
    output logic [38:0] Q,
    input logic WE );
   reg [38:0]   ram_core [32767:0];
   always @(posedge CLK) begin
      if (WE) begin 
         ram_core[ADR] <= D; Q <= 'x; end else
           Q <= ram_core[ADR];
   end
endmodule  
module ram_16384x39
  ( input logic CLK,
    input logic [13:0] ADR,
    input logic [38:0] D,
    output logic [38:0] Q,
    input logic WE );
   reg [38:0]   ram_core [16383:0];
   always @(posedge CLK) begin
      if (WE) begin 
         ram_core[ADR] <= D; Q <= 'x; end else
           Q <= ram_core[ADR];
   end
endmodule  
module ram_8192x39
  ( input logic CLK,
    input logic [12:0] ADR,
    input logic [38:0] D,
    output logic [38:0] Q,
    input logic WE );
   reg [38:0]   ram_core [8191:0];
   always @(posedge CLK) begin
      if (WE) begin 
         ram_core[ADR] <= D; Q <= 'x; end else
           Q <= ram_core[ADR];
   end
endmodule  
module ram_4096x39
  ( input logic CLK,
    input logic [11:0] ADR,
    input logic [38:0] D,
    output logic [38:0] Q,
    input logic WE );
   reg [38:0]   ram_core [4095:0];
   always @(posedge CLK) begin
      if (WE) begin 
         ram_core[ADR] <= D; Q <= 'x; end else
           Q <= ram_core[ADR];
   end
endmodule  
module ram_3072x39
  ( input logic CLK,
    input logic [11:0] ADR,
    input logic [38:0] D,
    output logic [38:0] Q,
    input logic WE );
   reg [38:0]   ram_core [3071:0];
   always @(posedge CLK) begin
      if (WE) begin 
         ram_core[ADR] <= D; Q <= 'x; end else
           Q <= ram_core[ADR];
   end
endmodule  
module ram_2048x39
  ( input logic CLK,
    input logic [10:0] ADR,
    input logic [38:0] D,
    output logic [38:0] Q,
    input logic WE );
   reg [38:0]   ram_core [2047:0];
   always @(posedge CLK) begin
      if (WE) begin 
         ram_core[ADR] <= D; Q <= 'x; end else
           Q <= ram_core[ADR];
   end
endmodule  
module ram_1536x39      
  ( input logic CLK,
    input logic [10:0] ADR,
    input logic [38:0] D,
    output logic [38:0] Q,
    input logic WE );
   reg [38:0]   ram_core [1535:0];
   always @(posedge CLK) begin
      if (WE) begin 
         ram_core[ADR] <= D; Q <= 'x; end else
           Q <= ram_core[ADR];
   end
endmodule  
module ram_1024x39
  ( input logic CLK,
    input logic [9:0] ADR,
    input logic [38:0] D,
    output logic [38:0] Q,
    input logic WE );
   reg [38:0]   ram_core [1023:0];
   always @(posedge CLK) begin
      if (WE) begin 
         ram_core[ADR] <= D; Q <= 'x; end else
           Q <= ram_core[ADR];
   end
endmodule  
module ram_768x39
  ( input logic CLK,
    input logic [9:0] ADR,
    input logic [38:0] D,
    output logic [38:0] Q,
    input logic WE );
   reg [38:0]   ram_core [767:0];
   always @(posedge CLK) begin
      if (WE) begin 
         ram_core[ADR] <= D; Q <= 'x; end else
           Q <= ram_core[ADR];
   end
endmodule  
module ram_512x39
  ( input logic CLK,
    input logic [8:0] ADR,
    input logic [38:0] D,
    output logic [38:0] Q,
    input logic WE );
   reg [38:0]   ram_core [511:0];
   always @(posedge CLK) begin
      if (WE) begin 
         ram_core[ADR] <= D; Q <= 'x; end else
           Q <= ram_core[ADR];
   end
endmodule  
module ram_256x39
  ( input logic CLK,
    input logic [7:0] ADR,
    input logic [38:0] D,
    output logic [38:0] Q,
    input logic WE );
   reg [38:0]   ram_core [255:0];
   always @(posedge CLK) begin
      if (WE) begin 
         ram_core[ADR] <= D; Q <= 'x; end else
           Q <= ram_core[ADR];
   end
endmodule  
module ram_128x39
  ( input logic CLK,
    input logic [6:0] ADR,
    input logic [38:0] D,
    output logic [38:0] Q,
    input logic WE );
   reg [38:0]   ram_core [127:0];
   always @(posedge CLK) begin
      if (WE) begin 
         ram_core[ADR] <= D; Q <= 'x; end else
           Q <= ram_core[ADR];
   end
endmodule  
module ram_1024x20
  ( input logic CLK,
    input logic [9:0] ADR,
    input logic [19:0] D,
    output logic [19:0] Q,
    input logic WE );
   reg [19:0]   ram_core [1023:0];
   always @(posedge CLK) begin
      if (WE) begin 
         ram_core[ADR] <= D; Q <= 'x; end else
           Q <= ram_core[ADR];
   end
endmodule  
module ram_512x20
  ( input logic CLK,
    input logic [8:0] ADR,
    input logic [19:0] D,
    output logic [19:0] Q,
    input logic WE );
   reg [19:0]   ram_core [511:0];
   always @(posedge CLK) begin
      if (WE) begin 
         ram_core[ADR] <= D; Q <= 'x; end else
           Q <= ram_core[ADR];
   end
endmodule  
module ram_256x20
  ( input logic CLK,
    input logic [7:0] ADR,
    input logic [19:0] D,
    output logic [19:0] Q,
    input logic WE );
   reg [19:0]   ram_core [255:0];
   always @(posedge CLK) begin
      if (WE) begin 
         ram_core[ADR] <= D; Q <= 'x; end else
           Q <= ram_core[ADR];
   end
endmodule  
module ram_128x20
  ( input logic CLK,
    input logic [6:0] ADR,
    input logic [19:0] D,
    output logic [19:0] Q,
    input logic WE );
   reg [19:0]   ram_core [127:0];
   always @(posedge CLK) begin
      if (WE) begin 
         ram_core[ADR] <= D; Q <= 'x; end else
           Q <= ram_core[ADR];
   end
endmodule  
module ram_64x20
  ( input logic CLK,
    input logic [5:0] ADR,
    input logic [19:0] D,
    output logic [19:0] Q,
    input logic WE );
   reg [19:0]   ram_core [63:0];
   always @(posedge CLK) begin
      if (WE) begin 
         ram_core[ADR] <= D; Q <= 'x; end else
           Q <= ram_core[ADR];
   end
endmodule  
module ram_4096x34
  ( input logic CLK,
    input logic [11:0] ADR,
    input logic [33:0] D,
    output logic [33:0] Q,
    input logic WE );
   reg [33:0]   ram_core [4095:0];
   always @(posedge CLK) begin
      if (WE) begin 
         ram_core[ADR] <= D; Q <= 'x; end else
           Q <= ram_core[ADR];
   end
endmodule  
module ram_2048x34
  ( input logic CLK,
    input logic [10:0] ADR,
    input logic [33:0] D,
    output logic [33:0] Q,
    input logic WE );
   reg [33:0]   ram_core [2047:0];
   always @(posedge CLK) begin
      if (WE) begin 
         ram_core[ADR] <= D; Q <= 'x; end else
           Q <= ram_core[ADR];
   end
endmodule  
module ram_1024x34
  ( input logic CLK,
    input logic [9:0] ADR,
    input logic [33:0] D,
    output logic [33:0] Q,
    input logic WE );
   reg [33:0]   ram_core [1023:0];
   always @(posedge CLK) begin
      if (WE) begin 
         ram_core[ADR] <= D; Q <= 'x; end else
           Q <= ram_core[ADR];
   end
endmodule  
module ram_512x34
  ( input logic CLK,
    input logic [8:0] ADR,
    input logic [33:0] D,
    output logic [33:0] Q,
    input logic WE );
   reg [33:0]   ram_core [511:0];
   always @(posedge CLK) begin
      if (WE) begin 
         ram_core[ADR] <= D; Q <= 'x; end else
           Q <= ram_core[ADR];
   end
endmodule  
module ram_256x34
  ( input logic CLK,
    input logic [7:0] ADR,
    input logic [33:0] D,
    output logic [33:0] Q,
    input logic WE );
   reg [33:0]   ram_core [255:0];
   always @(posedge CLK) begin
      if (WE) begin 
         ram_core[ADR] <= D; Q <= 'x; end else
           Q <= ram_core[ADR];
   end
endmodule  
module ram_128x34
  ( input logic CLK,
    input logic [6:0] ADR,
    input logic [33:0] D,
    output logic [33:0] Q,
    input logic WE );
   reg [33:0]   ram_core [127:0];
   always @(posedge CLK) begin
      if (WE) begin 
         ram_core[ADR] <= D; Q <= 'x; end else
           Q <= ram_core[ADR];
   end
endmodule  
module ram_64x34
  ( input logic CLK,
    input logic [5:0] ADR,
    input logic [33:0] D,
    output logic [33:0] Q,
    input logic WE );
   reg [33:0]   ram_core [63:0];
   always @(posedge CLK) begin
      if (WE) begin 
         ram_core[ADR] <= D; Q <= 'x; end else
           Q <= ram_core[ADR];
   end
endmodule  
module ram_4096x42
  ( input logic CLK,
    input logic [11:0] ADR,
    input logic [41:0] D,
    output logic [41:0] Q,
    input logic WE );
   reg [41:0]   ram_core [4095:0];
   always @(posedge CLK) begin
      if (WE) begin 
         ram_core[ADR] <= D; Q <= 'x; end else
           Q <= ram_core[ADR];
   end
endmodule  
module ram_2048x42
  ( input logic CLK,
    input logic [10:0] ADR,
    input logic [41:0] D,
    output logic [41:0] Q,
    input logic WE );
   reg [41:0]   ram_core [2047:0];
   always @(posedge CLK) begin
      if (WE) begin 
         ram_core[ADR] <= D; Q <= 'x; end else
           Q <= ram_core[ADR];
   end
endmodule  
module ram_1024x42
  ( input logic CLK,
    input logic [9:0] ADR,
    input logic [41:0] D,
    output logic [41:0] Q,
    input logic WE );
   reg [41:0]   ram_core [1023:0];
   always @(posedge CLK) begin
      if (WE) begin 
         ram_core[ADR] <= D; Q <= 'x; end else
           Q <= ram_core[ADR];
   end
endmodule  
module ram_512x42
  ( input logic CLK,
    input logic [8:0] ADR,
    input logic [41:0] D,
    output logic [41:0] Q,
    input logic WE );
   reg [41:0]   ram_core [511:0];
   always @(posedge CLK) begin
      if (WE) begin 
         ram_core[ADR] <= D; Q <= 'x; end else
           Q <= ram_core[ADR];
   end
endmodule  
module ram_256x42
  ( input logic CLK,
    input logic [7:0] ADR,
    input logic [41:0] D,
    output logic [41:0] Q,
    input logic WE );
   reg [41:0]   ram_core [255:0];
   always @(posedge CLK) begin
      if (WE) begin 
         ram_core[ADR] <= D; Q <= 'x; end else
           Q <= ram_core[ADR];
   end
endmodule  
module ram_128x42
  ( input logic CLK,
    input logic [6:0] ADR,
    input logic [41:0] D,
    output logic [41:0] Q,
    input logic WE );
   reg [41:0]   ram_core [127:0];
   always @(posedge CLK) begin
      if (WE) begin 
         ram_core[ADR] <= D; Q <= 'x; end else
           Q <= ram_core[ADR];
   end
endmodule  
module ram_64x42
  ( input logic CLK,
    input logic [5:0] ADR,
    input logic [41:0] D,
    output logic [41:0] Q,
    input logic WE );
   reg [41:0]   ram_core [63:0];
   always @(posedge CLK) begin
      if (WE) begin 
         ram_core[ADR] <= D; Q <= 'x; end else
           Q <= ram_core[ADR];
   end
endmodule  
module ram_1024x21
  ( input logic CLK,
    input logic [9:0] ADR,
    input logic [20:0] D,
    output logic [20:0] Q,
    input logic WE );
   reg [20:0]   ram_core [1023:0];
   always @(posedge CLK) begin
      if (WE) begin 
         ram_core[ADR] <= D; Q <= 'x; end else
           Q <= ram_core[ADR];
   end
endmodule  
module ram_512x21
  ( input logic CLK,
    input logic [8:0] ADR,
    input logic [20:0] D,
    output logic [20:0] Q,
    input logic WE );
   reg [20:0]   ram_core [511:0];
   always @(posedge CLK) begin
      if (WE) begin 
         ram_core[ADR] <= D; Q <= 'x; end else
           Q <= ram_core[ADR];
   end
endmodule  
module ram_256x21
  ( input logic CLK,
    input logic [7:0] ADR,
    input logic [20:0] D,
    output logic [20:0] Q,
    input logic WE );
   reg [20:0]   ram_core [255:0];
   always @(posedge CLK) begin
      if (WE) begin 
         ram_core[ADR] <= D; Q <= 'x; end else
           Q <= ram_core[ADR];
   end
endmodule  
module ram_128x21
  ( input logic CLK,
    input logic [6:0] ADR,
    input logic [20:0] D,
    output logic [20:0] Q,
    input logic WE );
   reg [20:0]   ram_core [127:0];
   always @(posedge CLK) begin
      if (WE) begin 
         ram_core[ADR] <= D; Q <= 'x; end else
           Q <= ram_core[ADR];
   end
endmodule  
module ram_64x21
  ( input logic CLK,
    input logic [5:0] ADR,
    input logic [20:0] D,
    output logic [20:0] Q,
    input logic WE );
   reg [20:0]   ram_core [63:0];
   always @(posedge CLK) begin
      if (WE) begin 
         ram_core[ADR] <= D; Q <= 'x; end else
           Q <= ram_core[ADR];
   end
endmodule  
module ram_1024x25
  ( input logic CLK,
    input logic [9:0] ADR,
    input logic [24:0] D,
    output logic [24:0] Q,
    input logic WE );
   reg [24:0]   ram_core [1023:0];
   always @(posedge CLK) begin
      if (WE) begin 
         ram_core[ADR] <= D; Q <= 'x; end else
           Q <= ram_core[ADR];
   end
endmodule  
module ram_512x25
  ( input logic CLK,
    input logic [8:0] ADR,
    input logic [24:0] D,
    output logic [24:0] Q,
    input logic WE );
   reg [24:0]   ram_core [511:0];
   always @(posedge CLK) begin
      if (WE) begin 
         ram_core[ADR] <= D; Q <= 'x; end else
           Q <= ram_core[ADR];
   end
endmodule  
module ram_256x25
  ( input logic CLK,
    input logic [7:0] ADR,
    input logic [24:0] D,
    output logic [24:0] Q,
    input logic WE );
   reg [24:0]   ram_core [255:0];
   always @(posedge CLK) begin
      if (WE) begin 
         ram_core[ADR] <= D; Q <= 'x; end else
           Q <= ram_core[ADR];
   end
endmodule  
module ram_128x25
  ( input logic CLK,
    input logic [6:0] ADR,
    input logic [24:0] D,
    output logic [24:0] Q,
    input logic WE );
   reg [24:0]   ram_core [127:0];
   always @(posedge CLK) begin
      if (WE) begin 
         ram_core[ADR] <= D; Q <= 'x; end else
           Q <= ram_core[ADR];
   end
endmodule  
module ram_64x25
  ( input logic CLK,
    input logic [5:0] ADR,
    input logic [24:0] D,
    output logic [24:0] Q,
    input logic WE );
   reg [24:0]   ram_core [63:0];
   always @(posedge CLK) begin
      if (WE) begin 
         ram_core[ADR] <= D; Q <= 'x; end else
           Q <= ram_core[ADR];
   end
endmodule  

==> results.toml <==
# yosys + openroad results
[clock_network]
clock_latency_ns = 1.72
htreeDepth = 8
cts_inserted_buffers = 2581
cts_resized = 0
cts_hold_buf = 0
clockRootBuffer = "clkbuf_16"
cts_tree = "done"
clkSinkCount = 25600
postCtsSetupBuffers = 0
clk_pin_slew_ns = 0.06
clockBufferDepth = 6

[setup_path]
critical_path.most_common_cell = "buf_4"
cp.arrival_ns = 31.01
crit_family = "buffers and inverters"
cp.required_ns = 104.76
endpoint_kind = "register"
crit_path_start_kind = "input port"
critPathSlowestCell = "buf_4"
startpoint = "ADR[1]"
r2r_start = "ram_core[94][17]$_DFFE_PP_"
crit_chain = "buf_16, buf_4, buf_4, buf_4, buf_4, buf_12, buf_4, buf_12, buf_4, buf_4, buf_4, mux4_2, a22oi_1, o2111ai_1, nand3_1, o2111ai_2, or3_1"
critPathKind = "input port to register"
path_max_fanout = 95
critPathBufInv = 11
r2r_slack_ns = 96.86
cpPeakStageDelay_ns = 0.77

[synthesis]
synth-async-reset-ratio_pct = 0
ys_sh_adder_pct = 0
synth-edff-count = 25600
ys_seq_share_pct = 79.0
ys_ff = 25600
synthTopLogicFamily = "multiplexers"
ys_area_um2 = 974000
yosys.area_share.aoi_pct = 3.87
yosysWarnings = 1
synth.distinct_cells = 63
synthSimpleGateAreaFrac_pct = 1.78
syn_area_um2 = 974000
mux_share_pct = 14.0
ys_sh_xor_pct = 0
yosys_cells = 49100
syn_avg_cell_area_um2 = 19.9
synth_cells = 49100
ff_type = "edfxtp_1"

[detailed_routing]
post_drt_via_cell_ratio = 6.23
wl_per_cell_um = 37.3
drc = 0
ant_nets = 0
drtPass1Iterations = 7
wl_um = 3010000
drt-initial-drc-count = 33800
dr_total_vias = 503000

[flow_run]
max-cap-violations = 5
log.warning_count = 55

[final_timing]
setup_viol = 0
max_freq_mhz = 34.0
setup_slack_ns = 73.75
setup_tns_ns = 0
min_period_ns = 29.45
period_used_pct = 28.5
rsz0062_at_grt = "no"
slew_headroom_pct = -10.6
worst_slew_pin_slew_ns = 1.65
finClkSkew_ns = 0.145
maxSlewViolCount = 99
hold_violations = 0

[placement]
hpwl_um = 1790000
place_ws_ns = 72.44
gp_congestion = 0.910
port_buffers = 61

[hold_path]
hp-class = "register to register"
hold_path_startpoint = "ram_core[916][0]$_DFFE_PP_"

[pwr]
pwr_density_cell_nw_per_um2 = 19.4
ir_drop_mv = 0.0192
cellLeakagePower_nw = 366

[grt]
grt_pass1_wl_um = 4120000
grt_pass1_vias = 540000
overflow = 0
antenna_found_initial = 254
grt_use_total_pct = 34.6
grt_max_degree = 118

[cells_and_area]
drive_gt1_share_pct = 18.8
syn_to_final_growth_pct = 13.5
final_util_pct = 56.9
final_cell_mix = "edfxtp_1, mux2i_1, o22ai_1"
final_common_cell = "edfxtp_1"
fill_cells = 138000

[floorplan]
dieArea_um2 = 1950000
fp-utilization_pct = 50.1
num_rows = 512
fp.dieH_um = 1400
chipWidth_um = 1400
io_pins = 62
core-area_um2 = 1940000

[run_status]
violations = "max-capacitance violations, max-slew violations"
run_status = "finished with violations"
## worst reg2reg max path, cell delays in order, from the launching register on
cell and delay (ns):
edfxtp_1 0.36, mux2i_1 0.15, o22ai_1 0.10, nor4_1 0.69
nand2_1 0.46, a22oi_1 1.07, and4_1 1.23, nand4_1 1.45
or3_1 0.78
## path summary, 6_finish.rpt
check / endpoint / cells past startpoint
setup / recovery: Q[12]$_DFF_P_ / 17
hold / removal: Q[0]$_DFF_P_ / 6
setup reg to reg: Q[17]$_DFF_P_ / 8
hold reg to reg: Q[0]$_DFF_P_ / 6
## layout make-up
class	instances	area, um^2	area share [%]
flip-flops and latches	25600	769000	69.6
clock buffers	3226	67800	6.13
inverters	5	27.5	0.00249
clock inverters	1419	13300	1.20
well taps	26000	32500	2.94
diodes	693	1730	0.157
repair buffers	3335	26200	2.37
multi-input cells	20500	195000	17.6
## state kept, by name, indices dropped and copies added, names as in the netlist
signal,flops
ram_core,25600
Q,25
## metal layers
layer / global-route usage [%] / wire, um / up-vias
li1: - / - / 210000
met1: 35.7 / 812000 / 247000
met2: 45.8 / 1330000 / 39700
met3: 34.4 / 685000 / 5906
met4: 15.0 / 170000 / 403
met5: 7.73 / 17300 / -
## kinds of logic (layout without fill, tap and decap cells)
logic type             Yosys count  count (layout)
buffers and inverters         2970            7985
and+or+nand+nor               3636            3636
other                            0             693
DFF                          25600           25600
muxes                        11000           11000
AOI/OAI and AO/OA             5814            5814
## metrics by stage
stage                     area, um^2  cells  power (W)  hold WS (ns)
after floorplan               974000  49100     0.0121         0.685
after global placement       1020000  75400     0.0127         0.777
after detailed placement     1020000  75400     0.0127         0.772
after CTS                    1100000  80000     0.0215         0.788
after global routing         1110000  80500     0.0220         0.864
final                        1110000  80700     0.0215         0.822
## cell usage after synthesis, types with 76 or more instances
| cell type | n | area [um^2] |
|---|---|---|
| buf_4 | 152 | 1140 |
| a31oi_1 | 104 | 651 |
| buf_1 | 297 | 1110 |
| a22oi_1 | 781 | 5860 |
| nor2_1 | 1535 | 5760 |
| o211ai_1 | 76 | 571 |
| nand2_1 | 540 | 2030 |
| edfxtp_1 | 25600 | 769000 |
| o2111ai_1 | 158 | 1380 |
| clkbuf_1 | 1161 | 4360 |
| nand3_1 | 190 | 951 |
| buf_2 | 1289 | 6450 |
| a21oi_1 | 155 | 776 |
| nor3_1 | 192 | 961 |
| nor4_1 | 858 | 5370 |
| nand4_1 | 149 | 932 |
| mux4_2 | 2051 | 46200 |
| o22ai_1 | 4003 | 25000 |
| mux2i_1 | 8937 | 89500 |
| o21ai_0 | 332 | 1660 |
## power by group
group / internal (W) / leakage [nW] / total [W] / switching [W]
logic: 0.000292 / 96.8 / 0.00101 / 0.000716
clock network: 0.00505 / 39.4 / 0.00899 / 0.00394
registers: 0.0115 / 230 / 0.0115 / 0.0000102
Power figures rest on the tool's default switching activity, not on a simulated workload.
